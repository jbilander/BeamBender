`./run.sh`:
```
#!/bin/bash
# OpenROAD 26Q1-2900-gdf79404cd8, Yosys 0.63+post, stock flow scripts
make -C /OpenROAD-flow-scripts/flow DESIGN_CONFIG=/design/flow/config.mk WORK_HOME=/design/flow/orfs finish
```
`./constraint.sdc`:
```
current_design simple_480p

set clk_period 2.4
set clk_io_pct 0.2

create_clock -name clk0 -period $clk_period [get_ports {PCLK}]

set non_clock_inputs [all_inputs -no_clocks]
set_input_delay [expr $clk_period * $clk_io_pct] -clock clk0 $non_clock_inputs
set_output_delay [expr $clk_period * $clk_io_pct] -clock clk0 [all_outputs]
```
`./design.v`:
```
`timescale 1ns / 1ps
module simple_480p(
    input PCLK,              
    input RST_PCLK,          
    output reg [9:0] SX,     
    output reg [9:0] SY,     
    output HSYNC,            
    output VSYNC,            
    output DE                
);
parameter HA_END = 639;            
parameter HS_STA = HA_END + 16;    
parameter HS_END = HS_STA + 96;    
parameter LINE   = 799;            
parameter VA_END = 479;            
parameter VS_STA = VA_END + 10;    
parameter VS_END = VS_STA + 2;     
parameter SCREEN = 524;            
assign HSYNC = ~(SX >= HS_STA && SX < HS_END);   
assign VSYNC = ~(SY >= VS_STA && SY < VS_END);   
assign DE = (SX <= HA_END && SY <= VA_END);
always @ (posedge PCLK) begin
    if (SX == LINE) begin    
        SX <= 'b0;
        SY <= (SY == SCREEN) ? 'b0 : SY + 1;   
    end else begin
        SX <= SX + 1;
    end
    if (RST_PCLK) begin
        SX <= 'b0;
        SY <= 'b0;
    end
end
endmodule
```
`./config.mk`:
```
export PLATFORM = sky130hd
export DESIGN_NAME = simple_480p
export DESIGN_NICKNAME = simple_480p
export VERILOG_FILES = /design/flow/design.v
export SDC_FILE = /design/flow/constraint.sdc
export NUM_CORES = 4
export LEC_CHECK = 1
export CORE_AREA = 10 10 89 89
export DIE_AREA = 0 0 99 99
```
==> deck_impl_summary.md <==
Synthesis and Place & Route Summary

CTS
  – Late-Pin Clk Latency: 260 ps
  – H-Tree Depth: 1
  – Max clock buf depth: 2
  – Worst-path clk slew: 70 ps
  – CTS buffer count: 3
  – CTS tree: yes
  – Clock Root Buffer: clkbuf_8
  – Clock Sinks: 20

Timing
  – Max Clk Rate: 0.4358 GHz
  – Final Cycle Share: 0.9562
  – Hold Slack: 470.5 ps
  – Slew headroom: 0.7106
  – Fin crit period: 2295 ps
  – Setup Total Neg Slack: 0 ps
  – Worst slew pin tran: 430.1 ps
  – Final setup skew: 2.350 ps
  – RSZ-0062 raised after global routing: no
  – Final setup viols: 0
  – Final hold violations: 0
  – Pins Over Slew Limit: 0

Global route
  – Vias in the first global route: 871
  – Initial antenna violation count: 0
  – Total grt overflow: 0
  – Tot GR Track Use: 0.05147
  – First-pass GRT wire length: 4.278 mm
  – Largest net degree at the start of global routing: 12

Cells and area
  – Most common logic cell in the routed design: clkdlybuf4s50_1
  – Layout Cells excl Fill: 220
  – Most common logic cells in the final layout: clkdlybuf4s50_1 (24), dfxtp_1 (19), nor2_1 (18)
  – Share of layout cells above drive strength 1: 0.06897
  – Filler Cell Count: 622
  – P&R area growth vs syn: 38.12%

Flow run
  – Tool warning count: 27
  – Maxcap violations: 0

Synth
  – Synth Instances: 121
  – Yosys reg bits: 20
  – Syn. warnings: 1
  – Unique masters post-synth: 32
  – Top cells, area: dfxtp_1 (39%), xnor2_1 (6.8%), nor2_1 (6.6%)
  – Ys async rst share: 0
  – EDFF count, synth: 0
  – Post-Synthesis Cell Area: 1027 sq um
  – Cell taking the most area after synthesis: dfxtp_1
  – Yosys stat area: 1027 sq um
  – Max-area cell share: 0.3898
  – Ys cells: 121
  – Sequential-to-total area share from yosys stat: 0.3898
  – Average cell area after synthesis: 8.490 sq um
  – Predominant post-synthesis flop cell: dfxtp_1

Power and ir drop
  – PwrDens: 439.9 nW/um^2
  – VDD IR max: 222.5 uV
  – P_leak: 0.4268 nW

Critical path
  – CP top delay family: AND-OR/OR-AND gates
  – Max FO, Critical Path: 5
  – Setup crit end kind: output port
  – CP max stage delay: 430 ps
  – Critical path's slowest cell: clkdlybuf4s50_1
  – Nature of the critical path startpoint: register
  – Worst reg-to-reg setup slack: 350 ps
  – Critical path, cell by cell: ha_4, a31oi_2, nor2_1, a2111o_1, clkdlybuf4s50_1
  – Worst Path Required: 1920 ps
  – Worst Path Buf+Inv: 1
  – CP Data Arrival Time: 1810 ps
  – Critical path class: reg -> out

Placement
  – DP Wirelength: 1.962 mm
  – Routability Congestion: 0.8017
  – Inst Count DP: 216
  – Port buffer count: 24

Detailed routing
  – Routed wire length: 2.547 mm
  – Ant. Diodes: 0
  – Via count: 910
  – DR pass1 iterations: 4
  – DRC viols: 0
  – Drt initial violations: 37
  – Number of nets with antenna violations after routing: 0
  – Via-to-Cell Ratio: 4.136
  – Per-cell routed wire length: 11.58 um

Die
  – Die width: 99 um
  – Initial Utilization: 0.1715
  – Die Ht: 99 um
  – Rows: 28
  – IO Pins: 25
  – Total die area: 9801 sq um
  – Placeable Area: 5991 sq um

Hold path
  – HP Class: reg -> reg

Outcome
  – Status: finished, final reports clean
per-layer routing:
layer	vias up	part of all wire	track usage	wire length, um
met5	-	0	0	0
met4	0	0.0071	0.004410	18
met3	2	0.099	0.02607	252
met2	26	0.42	0.07665	1075
met1	406	0.47	0.06777	1200
li1	476	-	-	-
final timing paths:
kind,start,endpoint,depth (start not counted)
max,SX[1],HSYNC,5
min,SX[0],SX[0],1
max reg2reg,SX[1],SY[9],5
min reg2reg,SX[0],SX[0],1
Yosys cell counts (all sizes together) (4+ instances only):
cell   number
dfxtp      20
inv         8
a21oi       7
ha          4
o21ai       4
xnor2       8
nand2       8
nor2       18
or4         4
nand3       7
power by group:
group	switching, mW	internal (mW)	total [mW]
Combinational	0.0104	0.0146	0.0250
Clock	0.110	0.146	0.256
Sequential	0.00676	0.336	0.343
per-stage QoR:
stage          instance area (sq um)  worst slack [ps]    util  power [mW]
6_report                        1419             105.2  0.2368      0.6242
5_1_grt                         1419             18.31  0.2368      0.6502
4_1_cts                         1401             24.56  0.2339      0.6319
3_5_place_dp                    1344             230.0  0.2243      0.3721
3_3_place_gp                    1344             256.2  0.2243      0.3722
2_1_floorplan                   1027             467.6       -      0.3583
layout make-up:
class / count / area (sq um) / area share
tap: 75 / 93.84 / 0.06614
multi-input combinational: 89 / 598.1 / 0.4215
sequential: 20 / 401.6 / 0.2831
clock buffer: 4 / 55.05 / 0.03880
timing repair buffer: 24 / 240.2 / 0.1693
inverter: 8 / 30.03 / 0.02116
state kept, by name, indices dropped and copies added (netlist names):
signal and flops:
SX 10, SY 10
logic make-up after synthesis:
family                   after synthesis  synth area share
XOR/XNOR                              11           0.09380
AND-OR/OR-AND                         17            0.1011
buffers and inverters                 12           0.04628
multiplexers                           1          0.009745
AND/OR/NAND/NOR                       56            0.3106
flip-flops                            20            0.3898
adder cells (fa/ha/maj)                4           0.04872
what timing repair did:
item / 4_1_cts / 5_1_grt
pin swaps: 1 / 0
endpoints found under the setup margin: 1 / 1
gates resized: 1 / 3
setup buffers: 0 / 0
hold buffers: 0 / 0
worst register-to-register path, delay by kind of cell (launching register included):
family | cells | cell delay [ps]
simple gates | 3 | 1250
fa+ha+maj | 1 | 190
compound gates | 1 | 150
flops | 1 | 400
Power figures rest on the tool's default switching activity, not on a simulated workload.
